<file path="./config.mk">
export PLATFORM = sky130hd
export DESIGN_NAME = uart_tx
export DESIGN_NICKNAME = uart_tx
export VERILOG_FILES = /design/flow/design.v
export SDC_FILE = /design/flow/constraint.sdc
export NUM_CORES = 4
export LEC_CHECK = 1
export CORE_AREA = 10 10 112 112
export DIE_AREA = 0 0 122 122
</file>
<file path="./constraint.sdc">
current_design uart_tx

set clk_period 2.7
set clk_io_pct 0.2

create_clock -name clk0 -period $clk_period [get_ports {clk}]

set non_clock_inputs [all_inputs -no_clocks]
set_input_delay [expr $clk_period * $clk_io_pct] -clock clk0 $non_clock_inputs
set_output_delay [expr $clk_period * $clk_io_pct] -clock clk0 [all_outputs]
</file>
<file path="./design.v">
module uart_tx #(parameter CLKS_PER_BIT = 10416)(
  input clk,               
  input   i_data_avial,    
  input[7:0] i_data_byte,  
  output reg o_active,      
  output reg o_tx,           
  output reg o_done         
);
    localparam IDLE    = 2'b00;
    localparam START   = 2'b01;
    localparam SEND_BIT = 2'b10;
    localparam STOP    = 2'b11;
    reg [1:0]  tx_state = 0;  
    reg[15:0] counter   = 0; 
    reg[2:0] bit_index  = 0;
    reg[7:0] data_byte  = 0;
    always @(posedge clk) begin
      case (tx_state)
        IDLE : begin
          o_tx <= 1;
          o_done <= 0;
          counter <= 0;
          bit_index <= 0;
          if (i_data_avial == 1) begin
            o_active <= 1;
            data_byte <= i_data_byte;
            tx_state <= START;
          end
          else 
            tx_state <=  IDLE;
            o_active <= 0;
        end
        START : begin
          o_tx <= 0;
          if (counter < CLKS_PER_BIT) begin
            counter <= counter + 16'b1;
            tx_state <= START;
          end
          else  begin
            counter <= 0;
            tx_state <= SEND_BIT;
          end
        end
        SEND_BIT : begin
          o_tx <= data_byte[bit_index];
          if (counter < CLKS_PER_BIT) begin
            counter <= counter + 16'b1;
            tx_state <= SEND_BIT;
          end
          else begin
            counter <= 0;
            if (bit_index < 7) begin
              bit_index <= bit_index + 3'b1;
              tx_state <= SEND_BIT;
            end
            else begin
              bit_index <= 0;
              tx_state <= STOP;
            end
          end
        end
        STOP : begin
          o_tx <= 1;
          if (counter < CLKS_PER_BIT) begin
            counter <= counter + 16'b1;
            tx_state <= STOP;
          end
          else begin
            o_done <= 1;
            tx_state <= IDLE;
            o_active <= 0;
          end
        end
        default : tx_state <= IDLE;
      endcase
    end 
endmodule
</file>
<file path="./run.sh">
#!/bin/bash
# OpenROAD 26Q1-2900-gdf79404cd8, Yosys 0.63+post, stock flow scripts
make -C /OpenROAD-flow-scripts/flow DESIGN_CONFIG=/design/flow/config.mk WORK_HOME=/design/flow/orfs finish
</file>
==> notes.md <==
fresh numbers from the pnr run: status=completed, Fmax=481 MHz, H-tree levels=2, wire per inst=10.1 um, Power Internal=0.00100 W, GRT overflow=0, Req. time, crit path=2810 ps, ys async rst share=0%, first-pass GRT wire length=5150 um, Port Buffer Count=11, final WL=2980 um, sequential area share after synthesis=50.8%, P_sw=0.000368 W, Worst setup SP type=flop, Synth Instances=145, worst hold slack=624 ps, Die Ht=122 um, Critical Path End Type=flop, initial antenna violation count=0, vias in the first global route=1098, n_diodes=0, WS Path Type=flop to flop, yosys cell count=145, Fin. Hold Viols=0, VDD IR max=0.326 mV, critical path arrival=2190 ps, largest net degree at the start of global routing=17, Worst path depth=4, Distinct cells, synth=45, total number of yosys warnings=1, r2r worst-path depth=4, Clock power frac=31.6%, Worst Hold Depth=1, worst r2r src=counter[8], adder share=4.94%, core footprint=10200 um2, post-DR vias/cell=3.78, Final period util=76.9%, Critical Path, Cell by Cell=or3_4 -> o311ai_4 -> o2111ai_4 -> a21oi_1, Slowest-stage cell, CP=edfxtp_1, IO Pins=13, clk sinks=31, hold buffer count at CTS=0, DRC Markers=0, FP Core Util=17.3%, met1 WL=1530 um, Worst R2R Setup Slack=620 ps, Post-Syn Area=1770 um2, kind of cell with the highest combined delay on the critical path=AND-OR/OR-AND gates, Max Used Layer=met4, WL met3=140 um, Die Size=14900 um2, CTS Buf Count=5, flip-flops with a built-in enable=28, Sequential Power Share=48.1%, Routed Antenna Nets=0, row cnt=37, DRT iter0 DRCs=44, proportion of layout cells with a drive suffix above 1=19.0%, YS chip area=1770 um2, xor/xnor share=5.43%, ao+oa area frac=18.6%, Setup TNS=0 ps, MUX area fraction=2.40%, clock root cell=clkbuf_8, relative slew slack=57.1%, final setup fails=0, Hold EP=counter[0], minimum clock period after layout=2080 ps, sw frac=26.8%, Worst-Margin Slew=643 ps, tool warnings=29, Crit path largest cell delay=500 ps, CTS tree=yes, total power divided by cell area=643 nW/um2, Max clock buf depth=2, syn_area_per_cell=12.2 um2, Max-Cap Viols=0, Crit Path Max Fanout=16, Dominant flop cell=edfxtp_1, Leak Pwr=0.678 nW, post-CTS setup repair buffer count=0, clk latency late pin=270 ps, Comb power frac=20.3%, unrepaired setup endpoints after global routing=no, TritonRoute pass-1 iters=4, synth top area cells=edfxtp_1 47%, a21oi_2 4.9%, ha_1 4.9%, dfxtp_1 3.4%, xnor2_1 3.0%, met2 routed WL=1300 um, Synth Area in Simple Gates=13.6%, area leader, netlist=edfxtp_1, Die Width=122 um, DR vias=1112, Buf/Inv on CP=0, reg2reg end=counter[9], Total GRT Usage=4.10%, clock transition at the registers of the reported paths=60 ps, Post-synth regs=31, hold path startpoint=counter[0], routability cong.=0.829, Area growth syn-to-layout=20.2%, area share, top type=47.4%, Final Skew=2.58 ps, cts repair resizes=0, Worst Hold Class=flop to flop, largest family of logic cells by area=AND-OR/OR-AND gates, DP HPWL=2150 um, Slew Limit Fails=0
==> cells in the mapped netlist, types with 2 or more instances <==
cell / n
edfxtp_1: 28
nand4_1: 6
and3_1: 2
nor2b_1: 3
a21oi_2: 10
o21ai_0: 3
inv_1: 7
nor3_1: 2
or3_1: 3
xor2_1: 5
nand3_1: 5
xnor2_1: 6
nand2_1: 6
dfxtp_1: 3
clkbuf_1: 4
mux2i_1: 2
buf_4: 2
ha_1: 7
a21oi_1: 7
a22oi_1: 3
nor2_1: 6
and2_1: 2
==> placed cells by master, fill, tap and decap left out, types with 5 or more instances in the layout <==
| master | count |
|---|---|
| nand4_1 | 6 |
| clkbuf_8 | 5 |
| edfxtp_1 | 28 |
| a21oi_2 | 10 |
| xor2_1 | 5 |
| xnor2_1 | 6 |
| a21oi_1 | 7 |
| ha_1 | 7 |
| nor2_1 | 6 |
| inv_1 | 7 |
| nand2_1 | 6 |
| nand3_1 | 5 |
| clkdlybuf4s50_1 | 11 |
==> worst reg2reg max path: stages, from the launching register on <==
cell and delay, ps:
edfxtp_1 500, or3_4 430, o311ai_4 320, o2111ai_4 370
a21oi_1 290
==> routing by layer <==
layer | vias to the layer above | global-route usage, %
met3 | 3 | 1.17
met5 | - | 0
met1 | 527 | 5.88
met4 | 0 | 0.373
li1 | 567 | -
met2 | 15 | 6.29
==> final cells by class <==
type,count,area [um2]
clock buffer,5,68.8
clock inverter,3,38.8
fill,1084,8100
inverter,7,26.3
multi-input combinational,99,802
sequential,31,901
tap,136,170
timing repair buffer,13,125
==> flip-flops by register name, indices dropped and copies added (netlist names) <==
name,cells
o_done,1
bit_index,3
tx_state,2
counter,16
data_byte,8
o_tx,1
==> power by group through the flow <==
stage         clock network, W  logic, W  registers, W
global route          0.000474  0.000311      0.000668
finish                0.000432  0.000278      0.000659
CTS                   0.000445  0.000282      0.000661
==> through the flow <==
step / total power (W) / util (%) / worst slack [ps] / instances / area (um2)
finish: 0.00137 / 20.8 / 623 / 294 / 2130
global route: 0.00145 / 20.8 / 557 / 294 / 2130
CTS: 0.00139 / 20.8 / 652 / 294 / 2130
detailed placement: 0.000951 / 19.8 / 683 / 286 / 2020
global placement: 0.000947 / 19.8 / 724 / 286 / 2020
floorplan: 0.000871 / - / 673 / 145 / 1770
==> how the worst max path moves through the flow <==
stage | from | end | slack, ps
CTS | counter[8] | counter[14] | 650
global route | counter[8] | counter[11] | 560
finish | counter[8] | counter[9] | 620
==> logic make-up (layout without fill, tap and decap cells) <==
| logic type | Yosys count | after routing |
|---|---|---|
| AND/OR/NAND/NOR | 42 | 42 |
| AND-OR/OR-AND | 35 | 35 |
| flip-flops | 31 | 31 |
| buffers and inverters | 15 | 28 |
| XOR/XNOR | 11 | 11 |
| adder cells (fa/ha/maj) | 7 | 7 |
| multiplexers | 3 | 3 |
| other | 1 | 1 |
Power is estimated from default activity; no workload was simulated.
