==> flow/design.v <==
module uart_rx #(parameter CLKS_PER_BIT = 10416)(
    input  clk,  
    input  i_rx,  
    output reg o_rx_data_valid,  
    output reg[7:0]  o_rx_byte    
);
    localparam IDLE    =  2'b00;
    localparam START   =  2'b01;
    localparam DATA    =  2'b10;
    localparam STOP    =  2'b11;
    reg[1:0] rx_state  = IDLE;
    reg[15:0] counter  = 0;
    reg[7:0] rx_byte   = 0;
    reg[2:0] bit_index = 0;
    always @(posedge clk)  begin
        case (rx_state)
            IDLE : begin
                o_rx_data_valid <= 1'b0;
                counter       <= 0;
                bit_index     <= 0;
                if (i_rx == 1'b0)  
                    rx_state <= START;
                else
                    rx_state <= IDLE;
            end
            START : begin 
                if (counter == CLKS_PER_BIT/2) begin
                    if (i_rx == 0) begin
                        counter  <= 0; 
                        rx_state <= DATA; 
                    end
                    else
                        rx_state <= IDLE;
                end
                else begin
                    counter  <= counter + 1;
                    rx_state <= START; 
                end
            end
            DATA : begin
                if (counter < CLKS_PER_BIT) begin
                    counter  <= counter + 1;
                    rx_state <= DATA;
                end
                else begin
                    counter <= 0;
                    rx_byte[bit_index] = i_rx;
                    if (bit_index < 7) begin
                        bit_index <= bit_index + 1;
                        rx_state  <= DATA; 
                    end
                    else begin
                        bit_index <= 0;
                        rx_state  <= STOP;
                        o_rx_byte <= rx_byte;
                        o_rx_data_valid <= 1'b1;
                    end
                end
            end
            STOP : begin
                if (counter < CLKS_PER_BIT) begin
                    counter  <= counter + 1;
                    rx_state <= STOP;
                end
                else begin
                    counter  <= 0;
                    rx_state <= IDLE;
                end
            end
            default : rx_state <= IDLE;
        endcase
    end
endmodule
==> flow/run.sh <==
#!/bin/bash
# OpenROAD 26Q1-2900-gdf79404cd8, Yosys 0.63+post, stock flow scripts
make -C /OpenROAD-flow-scripts/flow DESIGN_CONFIG=/design/flow/config.mk WORK_HOME=/design/flow/orfs finish
==> flow/config.mk <==
export PLATFORM = sky130hd
export DESIGN_NAME = uart_rx
export DESIGN_NICKNAME = uart_rx
export VERILOG_FILES = /design/flow/design.v
export SDC_FILE = /design/flow/constraint.sdc
export NUM_CORES = 4
export LEC_CHECK = 1
export CORE_UTILIZATION = 30
==> flow/constraint.sdc <==
current_design uart_rx

set clk_period 3.0
set clk_io_pct 0.2

create_clock -name clk0 -period $clk_period [get_ports {clk}]

set non_clock_inputs [all_inputs -no_clocks]
set_input_delay [expr $clk_period * $clk_io_pct] -clock clk0 $non_clock_inputs
set_output_delay [expr $clk_period * $clk_io_pct] -clock clk0 [all_outputs]
==> impl_metrics.toml <==
# flow metrics
[power_and_ir_drop]
p_switching_mw = 0.182
seq_power_share_pct = 60.8
leakagePower_nw = 0.742
fin_total_pwr_mw = 0.939
pwr-share-comb_pct = 0.5
pwr-share-clk_pct = 38.7
power_density_nw_per_um2 = 418
swShare_pct = 19.4
ir_worst_vdd_uv = 264
internal-power_mw = 0.758

[synthesis]
synth.mux.area_fraction_pct = 1.64
top_cell_area_share_pct = 54.4
top_cells_by_count = "edfxtp_1, nor2_1, nand2_1, xnor2_1, nor4_1"
yosysCellCount = 175
top_logic_kind = "simple AND/OR/NAND/NOR gates"
synth_top_flop_cell = "edfxtp_1"
synth_area_sq_um = 1990
yosysWarnings = 1
simple_gate_share_pct = 19.4
edf_count = 36
aoi_share_pct = 7.75
async_reset_ff_share_pct = 0
syn_inst = 175
ys_seq_share_pct = 56.5
ys_area_sq_um = 1990
synth_area_per_cell_sq_um = 11.3
yosysMostFrequentCell = "edfxtp_1"
top_area_cell = "edfxtp_1"
synthTopCellsByArea = "edfxtp_1, xnor2_1, nor2_1, ha_1, nand2_1"
ys_ff = 38
ys_types = 38
fa_ha_area_share_pct = 4.41
synth-xor-area-share_pct = 7.06

[sta]
finalCritPeriodShare_pct = 73.3
slew_violations = 0
max_freq_mhz = 455
hold_violations = 0
tns_ps = 0
setup_ws_ps = 801
tightestPinTransition_ps = 715
finalSetupViolations = 0
slew_headroom_pct = 52.2
rsz0062_at_grt = "no"
period_minus_slack_ps = 2200
skew_ps = 7.62

[layout]
comb_area_sq_um = 800
ff_latch_area_sq_um = 1120
final_layout_size_suffix_gt1_share_pct = 9.04
fin_util_pct = 35.2
nFillCells = 621
area_delta_synth_final_pct = 13.3

[outcome]
status = "finished clean"

[global_route]
grt_pass1_wl_mm = 6.12
grt_usage_pct = 11.1
grt_start_max_net_pins = 17
antenna_found_initial = 0
grt_pass1_vias = 1295
grt_overflow = 0

[route]
num_antenna_cells = 0
route.vias.total = 1307
drc = 0
drt_wl_total_mm = 3.42
drt.antenna.violating_nets = 0
wl_per_cell_um = 12.9
vias_per_cell = 4.93
drtIter0Drc = 72
dr.pass1.iters = 5

[place]
place_ws_ps = 754
numPortBuffers = 10
gp_congestion = 0.823
hpwl_mm = 2.29

[clock_tree]
path_clk_slew_ps = 80
htreeDepth = 2
cts_setup_buffers = 0
root_buffer = "clkbuf_8"
clockBufferDepth = 2
cts_resized = 0
postCtsHoldBufs = 0
cts_buffers = 5
cts_tree = "yes"
insertion_delay_ps = 290
clock_sink_count = 38

[setup_path]
crit_chain = "inv_1 -> ha_1 -> nor4bb_1 -> nand4_1 -> nor2_1 -> nand2_1"
path_class = "flop to flop"
cp-start-kind = "flop"
required_ps = 2880
slowest_stage = "edfxtp_1"
cp_max_fo = 16
critPathArrivalTime_ps = 2080
worstSetupEndpointType = "flop"
slowest_delay_ps = 440

[floorplanning]
dieWidth_um = 83.4
io_pins = 11
fp-utilization_pct = 31.1
fp.coreArea_sq_um = 6390
num_rows = 29
dieArea_sq_um = 6950
die.size.y_um = 83.4

[flow_run]
warnings = 30
cap_viol_max_count = 0

[worst_hold_path]
hold_path_class = "flop to flop"
## sequential cells by signal (all words and copies together) (netlist names)
register,count
counter,16
rx_byte,8
bit_index,3
o_rx_data_valid,1
rx_state,2
o_rx_byte,8
## worst max-delay path: cells and delay by family, from the launching register on
family                   cells  cell delay (ps)
adder cells (fa/ha/maj)      1              130
AND/OR/NAND/NOR              4             1130
buffers and inverters        1               90
flip-flops                   1              440
## through the flow
step | hold WS [ps] | area, sq um | cells
after global placement | 557 | 2150 | 257
after floorplan | 523 | 1990 | 175
after CTS | 581 | 2250 | 265
final | 583 | 2250 | 265
after detailed placement | 560 | 2150 | 257
after global routing | 618 | 2250 | 265
## worst paths after layout
| check | start | to | slack, ps | cells after the start |
|---|---|---|---|---|
| hold reg to reg | rx_byte[3] | o_rx_byte[3] | 580 | 2 |
| setup reg to reg | counter[0] | counter[4] | 800 | 6 |
| hold / removal | rx_byte[3] | o_rx_byte[3] | 580 | 2 |
| setup / recovery | counter[0] | counter[4] | 800 | 6 |
## layout by cell type (no fill, tap or decap), types with 2 or more instances in the layout
| master | n |
|---|---|
| a211oi_1 | 3 |
| a21oi_1 | 4 |
| a22o_1 | 2 |
| clkbuf_8 | 6 |
| clkdlybuf4s50_1 | 10 |
| dfxtp_1 | 2 |
| edfxtp_1 | 36 |
| ha_1 | 7 |
| inv_1 | 8 |
| mux2_2 | 2 |
| nand2_1 | 18 |
| nand3_1 | 7 |
| nand3b_1 | 2 |
| nand4_1 | 4 |
| nor2_1 | 25 |
| nor3_1 | 4 |
| nor4_1 | 9 |
| o21ai_0 | 4 |
| xnor2_1 | 13 |
| xor2_1 | 3 |
## power by group through the flow
| stage | clock (mW) | sequential (mW) | combinational, mW |
|---|---|---|---|
| after CTS | 0.375 | 0.571 | 0.00461 |
| after global routing | 0.399 | 0.571 | 0.00518 |
| final | 0.364 | 0.571 | 0.00461 |
## cell type report
cell class / instances / area share [%]
flip-flops and latches: 38 / 49.8
clock inverters: 2 / 0.556
multi-input cells: 123 / 35.5
inverters: 8 / 1.33
repair buffers: 11 / 4.78
well taps: 77 / 4.28
clock buffers: 6 / 3.67
## logic make-up after synthesis
kind of cell / Yosys count
simple gates: 78
xor+xnor: 16
buf+inv: 14
flops: 38
mux: 3
compound gates: 19
fa+ha+maj: 7
## routing by layer
layer	vias to the layer above	global-route usage [%]	share of wire, %
li1	659	-	-
met1	612	17.8	51
met2	30	16.5	44
met3	6	2.83	4.7
met4	0	1.25	1.1
met5	-	0	0
Power and IR drop assume default switching activity.
